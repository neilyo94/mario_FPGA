==> ./run.sh <==
#!/bin/bash
# OpenROAD 26Q1-2900-gdf79404cd8, Yosys 0.63+post, stock flow scripts
make -C /OpenROAD-flow-scripts/flow DESIGN_CONFIG=/design/flow/config.mk WORK_HOME=/design/flow/orfs finish
==> ./config.mk <==
export PLATFORM = sky130hd
export DESIGN_NAME = id_ram
export DESIGN_NICKNAME = id_ram
export VERILOG_FILES = /design/flow/design.v
export SDC_FILE = /design/flow/constraint.sdc
export NUM_CORES = 4
export LEC_CHECK = 1
export CORE_UTILIZATION = 40
==> ./constraint.sdc <==
current_design id_ram

set clk_period 3.6
set clk_io_pct 0.2

create_clock -name clk0 -period $clk_period [get_ports {clk}]

set non_clock_inputs [all_inputs -no_clocks]
set_input_delay [expr $clk_period * $clk_io_pct] -clock clk0 $non_clock_inputs
set_output_delay [expr $clk_period * $clk_io_pct] -clock clk0 [all_outputs]
==> ./design.v <==
module id_ram (
    input logic clk,     
    input logic we,  
    input logic [23:0] data_in,   
    output logic [23:0] data_out,
    input logic [4:0] address
);
    logic [23:0] mem[0:31];
    always_ff @(posedge clk) begin
            if (we) begin
            mem[address] <= data_in;
            end
            data_out <= mem[address];
    end
endmodule
==> run summary <==
impl run done, here's what came out: Die Size=76100 um^2, syn avg cell area=approximately 19 um^2, CTS tree=yes, Yosys warning count=1, Peak VDD IR=0.000372 V, fin cells=2792, Synth Seq Share=78.5%, Flops after synth=792, first-pass GRT wire length=just over 100000 um, CP cell instances=clkdlybuf4s50_1 > buf_4 > nand4bb_2 > buf_4 > o22ai_1 > nor4_1 > nand2_1, total setup buffers inserted after CTS=0, Crit. End Element=flip-flop, distinct lib cells=27, total grt overflow=0, area grow syn2layout=17.8%, worst r2r src=mem[11][13]$_DFFE_PP_, Max Cap Viol=0, HP Start=mem[24][3]$_DFFE_PP_, ant diodes=0, routed len/inst=24.6 um, Least-Margin Pin Slew=1.11 ns, maximum number of pins on one net before global-route repair=62, Crit Path Class=in -> reg, Worst Setup Start Kind=input port, Tmin final=3.19 ns, Pins Over Slew Limit=0, # rows=100, floorplan utilization=between 40% and 50%, DRT iter0 DRCs=between 900 and 1000, Hold Fails Final Rpt=0, clk buf depth=3, leakage power=12.2 nW, Ports=55, Finished Core Util=around 48%, Final setup violation count=0, vias in the first global route=15903, DRT Pass-1 Iters=5, CTS Buf Count=78, Hold Crit Class=reg -> reg, Placed Cells=2647, vias per cell=5.38, cell repeated most along the worst path=buf_4, Crit path max-delay family=simple AND/OR/NAND/NOR gates, IO Port Bufs=54, GPL Wtd Cong=0.866, CTS Hold Buffers Added=0, All-Layer GR Usage=20.2%, clock latency (worst-skew pair)=0.62 ns, R2R depth=5, yosys stat area=30000 um^2, RSZ-0062 raised after global routing=no, via count=15029, Log Warnings=25, fmax=313 MHz, worst path required time=4.05 ns, WHS Path Cells=4, Layout Skew=~0.016 ns, Max-slew headroom=25.5%, CP peak stage delay=0.94 ns, critical-path cell with the highest stage delay=nor4_1, post-CTS resize count=0, Gate Count Post-Synth=~1600, fill cell count=6023, Worst Path Arrival=3.65 ns, Final ANT Viol Nets=0, end of the worst hold path=data_out[3]$_DFF_P_, Die Wd=276 um, root buffer cell=clkbuf_16, crit path buf inv count=3, crit path max fanout=18, power per cell area=549 nW/um^2, synthesized area=between 30000 and 40000 um^2, status=finished, final reports clean, internal reg-to-reg setup slack=between 1.5 and 2 ns, clk sink count=792, reg-to-reg endpoint=data_out[13]$_DFF_P_, die height=about 280 um, share of cells above drive strength 1=16.5%, Yosys Instances=about 1600, htree depth=3, DPL Wire Length=~40000 um, Total Wirelength=68600 um, cycle use final=88.7%, Core Area=74300 um^2, initial antenna violation count=2, DRC violations left=0, clock slew at reported path FFs=0.06 ns
## cells in the final DEF (no fill, tap or decap), drive strengths merged, types with 2 or more instances in the layout
cell type and n:
mux2i 384, or4b 4, clkdlybuf4s50 53, or3b 3
dfxtp 24, buf 124, nor3 4, nor2 29
nand3 2, clkbuf 101, nand3b 4, inv 5
nand2 26, nand4b 4, bufinv 9, o22ai 192
clkinv 30, nand4bb 6, nor4 48, edfxtp 768
## routing by layer
metal,wire length (um),up-vias,track usage [%]
met5,27,-,0.313
li1,-,6828,-
met2,31900,759,29.4
met1,25100,7349,26.8
met4,1300,4,3.47
met3,10300,89,13.9
## logic make-up (layout without fill, tap and decap cells)
kind of cell	Yosys count	after routing	synth area share, %
AOI/OAI and AO/OA	192	192	4.42
buffers and inverters	95	322	1.75
DFF	792	792	78.5
muxes	384	384	12.8
and+or+nand+nor	133	133	2.55
## synth_stat cells, drive strengths merged
master / n / area [um^2]
buf: 82 / 474
clkbuf: 13 / 50.0
dfxtp: 24 / 480
edfxtp: 768 / 23100
mux2i: 384 / 3840
nand2: 26 / 97.6
nand3: 2 / 10.0
nand3b: 4 / 30.0
nand4: 1 / 6.26
nand4b: 4 / 41.3
nand4bb: 6 / 67.6
nor2: 29 / 109
nor3: 4 / 20.0
nor4: 48 / 300
o22ai: 192 / 1330
or3: 1 / 6.26
or3b: 3 / 26.3
or4: 1 / 7.51
or4b: 4 / 43.8
## worst max-delay path by stage
stage	from	end	slack [ns]	cells after the start
CTS	address[0]	data_out[2]$_DFF_P_	0.44	7
global route	address[0]	data_out[2]$_DFF_P_	0.04	7
finish	address[3]	data_out[16]$_DFF_P_	0.41	7
## report_power, final
| part | internal [mW] | switching [mW] | total [mW] |
|---|---|---|---|
| registers | 10.3 | 0.0579 | 10.3 |
| clock network | 4.83 | 3.31 | 8.14 |
| logic | 0.383 | 0.563 | 0.946 |
| total | 15.5 | 3.93 | 19.4 |
## worst register-to-register path: cells and delay by family (launching register included)
kind                   cells  cell delay [ns]
AND/OR/NAND/NOR            2             0.89
flip-flops                 1             0.36
buffers and inverters      1             0.26
multiplexers               1             0.18
AND-OR/OR-AND              1             0.14
## cell type report
cell class / instances / area [um^2] / share of cell area, %
repair buffers: 177 / 1790 / 5.08
clock buffers: 101 / 2120 / 6.00
clock inverters: 44 / 463 / 1.31
flip-flops and latches: 792 / 23500 / 66.6
multi-input cells: 709 / 6210 / 17.6
well taps: 969 / 1210 / 3.43
## registers in the layout (all words and copies together), names as in the netlist
register and count:
data_out 24, mem 768
## metrics by stage
stage	power [mW]	cell area, um^2	setup TNS, ns	setup slack [ns]	hold WS [ns]
after floorplan	10.9	30000	0	0.493	0.565
after global placement	11.5	32800	-0.455	-0.172	0.643
after detailed placement	11.5	32800	-0.525	-0.219	0.648
after CTS	19.5	35300	0	0.438	0.656
after global routing	20.0	35300	0	0.0384	0.703
final	19.4	35300	0	0.407	0.650
Power is estimated from default activity; no workload was simulated.
