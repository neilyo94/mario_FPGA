**flow/design.v**
```verilog
module line_buffer (
    input logic clk,     
    input logic we,  
    input logic [23:0] data_in,   
    output logic [23:0] data_out,
    input logic [9:0] address
);
    logic [23:0] mem[0:639];
    always_ff @(posedge clk) begin
            if (we) begin
            mem[address] <= data_in;
            end
				data_out <= mem[address];
    end
endmodule
```
**flow/run.sh**
```bash
#!/bin/bash
# OpenROAD 26Q1-2900-gdf79404cd8, Yosys 0.63+post, stock flow scripts
make -C /OpenROAD-flow-scripts/flow DESIGN_CONFIG=/design/flow/config.mk WORK_HOME=/design/flow/orfs finish
```
**flow/config.mk**
```make
export PLATFORM = sky130hd
export DESIGN_NAME = line_buffer
export DESIGN_NICKNAME = line_buffer
export VERILOG_FILES = /design/flow/design.v
export SDC_FILE = /design/flow/constraint.sdc
export NUM_CORES = 4
export LEC_CHECK = 1
export CORE_UTILIZATION = 30
export SYNTH_MEMORY_MAX_BITS = 65536
```
**flow/constraint.sdc**
```tcl
current_design line_buffer

set clk_period 130.9
set clk_io_pct 0.2

create_clock -name clk0 -period $clk_period [get_ports {clk}]

set non_clock_inputs [all_inputs -no_clocks]
set_input_delay [expr $clk_period * $clk_io_pct] -clock clk0 $non_clock_inputs
set_output_delay [expr $clk_period * $clk_io_pct] -clock clk0 [all_outputs]
```
==> report_table.html <==
<!-- implementation run metrics -->
<table>
<tr><th>Metric</th><th>Value</th></tr>
<tr><th colspan="2">STA</th></tr>
<tr><td>Clock skew</td><td>166 ps</td></tr>
<tr><td>Post-route fraction of the period consumed by the critical path</td><td>26.2%</td></tr>
<tr><td>Count of final max-slew check failures</td><td>10</td></tr>
<tr><td>Post-Route Setup TNS</td><td>0 ps</td></tr>
<tr><td>Slew Limit Headroom</td><td>-10.2%</td></tr>
<tr><td>Maximum clock rate</td><td>29.1 MHz</td></tr>
<tr><td>Least-Margin Pin Slew</td><td>1650 ps</td></tr>
<tr><td>Minimum clock period</td><td>34350 ps</td></tr>
<tr><td>RSZ-0062 raised after global routing</td><td>false</td></tr>
<tr><td>Number of failing setup endpoints in the final timing report</td><td>0</td></tr>
<tr><td>Final hold violations</td><td>0</td></tr>
<tr><th colspan="2">Setup path</th></tr>
<tr><td>Reg2reg setup slack</td><td>126160 ps</td></tr>
<tr><td>WP data arrival</td><td>35540 ps</td></tr>
<tr><td>Startpoint-to-endpoint class of the critical path</td><td>input pin to flop</td></tr>
<tr><td>Crit-path most repeated cell</td><td>sky130_fd_sc_hd__buf_4</td></tr>
<tr><td>Element type at the critical path end</td><td>flop</td></tr>
<tr><td>Slowest-stage cell, CP</td><td>sky130_fd_sc_hd__nand4_1</td></tr>
<tr><td>Worst-path maximum fanout</td><td>83</td></tr>
<tr><td>Buffers &amp; Inverters on Critical Path</td><td>9</td></tr>
<tr><td>Worst flop-to-flop path startpoint</td><td>mem[114][6]$_DFFE_PP_</td></tr>
<tr><td>Worst-case reg-to-reg path depth</td><td>8</td></tr>
<tr><td>CP max stage delay</td><td>1130 ps</td></tr>
<tr><td>Startpoint Class</td><td>input pin</td></tr>
<tr><td>Cell class contributing the biggest share of worst-path delay</td><td>buffers and inverters</td></tr>
<tr><td>CP Cell Sequence</td><td>buf_16 -&gt; buf_4 -&gt; buf_4 -&gt; buf_4 -&gt; buf_4 -&gt; buf_12 -&gt; buf_12 -&gt; buf_4 -&gt; buf_4 -&gt; mux2i_1 -&gt; o22ai_1 -&gt; nor4_1 -&gt; nand3_1 -&gt; nand3_1 -&gt; nand4_1 -&gt; a211o_1</td></tr>
<tr><td>RR Endpoint</td><td>data_out[6]$_DFF_P_</td></tr>
<tr><td>Required time of the critical path</td><td>132090 ps</td></tr>
<tr><th colspan="2">Synth</th></tr>
<tr><td>Cell total in the yosys stat output</td><td>29600</td></tr>
<tr><td>Top-area cell share</td><td>78.8%</td></tr>
<tr><td>Post-Syn Area</td><td>586000 sq um</td></tr>
<tr><td>Seq cells post-synth</td><td>15400</td></tr>
<tr><td>Cell count after synthesis</td><td>29600</td></tr>
<tr><td>Number of warning messages in the yosys log</td><td>1</td></tr>
<tr><td>Post-synth ARST share</td><td>0%</td></tr>
<tr><td>Number of flops mapped to enable cells by yosys</td><td>15400</td></tr>
<tr><td>Ys flop type</td><td>sky130_fd_sc_hd__edfxtp_1</td></tr>
<tr><td>Synth unique cells</td><td>72</td></tr>
<tr><td>Yosys chip area</td><td>586000 sq um</td></tr>
<tr><td>Mean instance size in the synthesized netlist</td><td>19.8 sq um</td></tr>
<tr><td>Library cell occupying the most area in the post-synthesis netlist</td><td>sky130_fd_sc_hd__edfxtp_1</td></tr>
<tr><td>Sequential share of the synthesized area</td><td>78.8%</td></tr>
<tr><td>Ranking of synthesized cells by area</td><td>sky130_fd_sc_hd__edfxtp_1 (79%), sky130_fd_sc_hd__mux2i_1 (9.6%), sky130_fd_sc_hd__mux4_2 (4.0%), sky130_fd_sc_hd__o22ai_1 (2.9%), sky130_fd_sc_hd__buf_2 (0.75%)</td></tr>
<tr><th colspan="2">Power</th></tr>
<tr><td>Peak ir drop on the vdd network</td><td>0.0000121 V</td></tr>
<tr><td>Sw Ratio</td><td>21.3%</td></tr>
<tr><td>Internal power</td><td>0.00806 W</td></tr>
<tr><td>Sequential power share</td><td>53.0%</td></tr>
<tr><td>Combinational power share</td><td>4.7%</td></tr>
<tr><td>Switching power</td><td>0.00218 W</td></tr>
<tr><td>Power density over the cells</td><td>15.1 nW/um^2</td></tr>
<tr><td>Leakage</td><td>221 nW</td></tr>
<tr><td>Clk network pwr share</td><td>42.3%</td></tr>
<tr><th colspan="2">Worst hold path</th></tr>
<tr><td>Hold-critical path endpoint</td><td>data_out[10]$_DFF_P_</td></tr>
<tr><td>Cell depth of the worst min-delay path</td><td>6</td></tr>
<tr><td>Hold path startpoint</td><td>mem[580][10]$_DFFE_PP_</td></tr>
<tr><td>Worst hold path class</td><td>flop to flop</td></tr>
<tr><th colspan="2">Clocking</th></tr>
<tr><td>Cells resized by post-CTS repair</td><td>0</td></tr>
<tr><td>CTS Hold Bufs</td><td>0</td></tr>
<tr><td>Library cell used as clock root buffer</td><td>sky130_fd_sc_hd__clkbuf_16</td></tr>
<tr><td>Clock slew at the register clock pins of the worst setup and hold paths</td><td>60 ps</td></tr>
<tr><td>Post-CTS setup buffers</td><td>0</td></tr>
<tr><td>Maximum buffer depth of the clock tree</td><td>6</td></tr>
<tr><td>Worst-skew pair later-pin latency</td><td>1280 ps</td></tr>
<tr><td>Sink Count</td><td>15400</td></tr>
<tr><td>Clock buffer count from CTS</td><td>1586</td></tr>
<tr><td>CTS tree</td><td>yes</td></tr>
<tr><td>H-tree levels</td><td>7</td></tr>
<tr><th colspan="2">Placed design</th></tr>
<tr><td>Count of input and output buffers</td><td>59</td></tr>
<tr><td>Routability Congestion</td><td>0.904</td></tr>
<tr><td>Placed instance count</td><td>55700</td></tr>
<tr><td>Placed inst area</td><td>629000 sq um</td></tr>
<tr><td>DP Wirelength</td><td>1120 mm</td></tr>
<tr><th colspan="2">Global routing</th></tr>
<tr><td>Number of global-route vias before repair</td><td>329000</td></tr>
<tr><td>First-pass GRT wire length</td><td>2650 mm</td></tr>
<tr><td>Antenna violations before repair</td><td>146</td></tr>
<tr><td>Maximum number of pins on one net before global-route repair</td><td>136</td></tr>
<tr><td>All-layer global routing usage</td><td>21.1%</td></tr>
<tr><td>GRT Residual Overflow</td><td>0</td></tr>
<tr><th colspan="2">Cells and area</th></tr>
<tr><td>Sequential Area</td><td>462000 sq um</td></tr>
<tr><td>Logic area</td><td>120000 sq um</td></tr>
<tr><td>Dominant logic cell type in the layout</td><td>sky130_fd_sc_hd__edfxtp_1</td></tr>
<tr><td>Finished Layout Cells</td><td>58800</td></tr>
<tr><td>Area Growth Syn to Fin</td><td>16.0%</td></tr>
<tr><td>Design Area, Final</td><td>679000 sq um</td></tr>
<tr><td>Most numerous logic cells after layout</td><td>sky130_fd_sc_hd__edfxtp_1 (15400), sky130_fd_sc_hd__mux2i_1 (5618), sky130_fd_sc_hd__o22ai_1 (2726)</td></tr>
<tr><td>Tally of filler cells in the layout</td><td>177000</td></tr>
<tr><td>Fraction of final layout cells sized beyond drive strength 1</td><td>17.9%</td></tr>
<tr><th colspan="2">Drt</th></tr>
<tr><td>Vias per std cell</td><td>5.27</td></tr>
<tr><td>Detailed-route wire length per cell</td><td>33.4 um</td></tr>
<tr><td>1st-iter DRT viols</td><td>22600</td></tr>
<tr><td>DR vias</td><td>310000</td></tr>
<tr><td>Total Routed Length</td><td>1960 mm</td></tr>
<tr><td>DRC viols</td><td>0</td></tr>
<tr><td>Antenna-violating nets left</td><td>0</td></tr>
<tr><td>Number of optimization iterations in the first detailed-route pass</td><td>6</td></tr>
<tr><th colspan="2">Floorplanning</th></tr>
<tr><td>Die H</td><td>1.40 mm</td></tr>
<tr><td>Starting Density</td><td>30.1%</td></tr>
<tr><td>Cell Rows</td><td>513</td></tr>
<tr><td>Chip area</td><td>1960000 sq um</td></tr>
<tr><td>Core area</td><td>1950000 sq um</td></tr>
<tr><td>Top Ports</td><td>60</td></tr>
<tr><td>Chip Width</td><td>1.40 mm</td></tr>
<tr><th colspan="2">Run status</th></tr>
<tr><td>Failing checks</td><td>capacitance limit, slew limit</td></tr>
<tr><td>Outcome</td><td>finished with violations</td></tr>
<tr><th colspan="2">Job</th></tr>
<tr><td>Number of warnings the tools reported</td><td>61</td></tr>
<tr><td>Number of maximum-capacitance constraint violations</td><td>2</td></tr>
</table>
==> sequential cells by signal, indices dropped and copies added (netlist names) <==
signal / flops
mem: 15360
data_out: 24
==> area by class of cell <==
cell class,count,area share [%]
antenna,286,0.105
clock buffer,1931,6.09
clock inverter,849,1.15
inverter,9,0.00719
multi-input combinational,12400,17.6
sequential,15400,68.0
tap,26000,4.79
timing repair buffer,1899,2.23
==> cell usage after synthesis, drive strengths merged (4+ instances only) <==
master	instances
nand4bb	6
a211oi	44
a32oi	4
nand4b	8
nand2	222
mux2i	5618
a311oi	22
o211ai	24
a22o	31
o22ai	2727
nor2	823
a221oi	28
o21ai	80
dfxtp	24
nand3	213
o2111ai	12
nor3	64
nor4	631
edfxtp	15400
or3	15
clkbuf	329
and2	6
buf	1432
inv	8
mux4	1050
a22oi	403
nor2b	9
a31oi	55
and3	41
or4b	4
mux2	13
a211o	8
nand4	112
a41oi	19
nor3b	4
a221o	4
or4	38
a21oi	60
==> worst max-delay path by stage <==
stage              start  cells past startpoint             endpoint
CTS           address[1]                     19  data_out[8]$_DFF_P_
global route  address[1]                     17  data_out[3]$_DFF_P_
finish        address[1]                     16  data_out[6]$_DFF_P_
==> layer usage <==
metal / vias to the layer above / GRT usage, % / wire, um
li1: 126000 / - / -
met1: 151000 / 17.6 / 510000
met2: 27700 / 29.7 / 859000
met3: 4784 / 22.6 / 461000
met4: 254 / 10.3 / 121000
met5: - / 5.46 / 11300
==> worst reg2reg max path, stage by stage, from the launching register on <==
cell and delay (ps):
sky130_fd_sc_hd__edfxtp_1 350, sky130_fd_sc_hd__mux2i_1 170, sky130_fd_sc_hd__o22ai_1 100, sky130_fd_sc_hd__nor4_1 900, sky130_fd_sc_hd__buf_4 250, sky130_fd_sc_hd__nand3_1 260, sky130_fd_sc_hd__nand4_1 650, sky130_fd_sc_hd__nand4_1 1240
sky130_fd_sc_hd__a211o_1 650
==> kinds of logic (layout without fill, tap and decap cells) <==
family | after synthesis | after routing | share of synthesized area, %
DFF | 15400 | 15400 | 78.8
other | 0 | 286 | 0
muxes | 6681 | 6681 | 13.7
buffers and inverters | 1770 | 4688 | 1.67
AOI/OAI and AO/OA | 3551 | 3551 | 3.94
and+or+nand+nor | 2208 | 2208 | 1.89
==> metrics by stage <==
step                total power [W]  setup slack, ps  util, %  hold WS [ps]
finish                       0.0102            96550     34.9           941
global route                 0.0105            96420     34.8           995
CTS                          0.0103            96890     34.8           941
detailed placement          0.00600            95510     32.3           921
global placement            0.00599            95550     32.3           921
floorplan                   0.00574           100380        -           715
==> power by group through the flow <==
stage     registers (W)  logic, W  clock network (W)
4_1_cts         0.00543  0.000470            0.00436
5_1_grt         0.00543  0.000500            0.00455
6_report        0.00543  0.000480            0.00433
Power is estimated from default activity; no workload was simulated.
