<file path="flow/design.v">
module print_sprite(input clk50, reset,
					input [9:0] ycoor,
					input [23:0] object_info,
					input start,
					output logic [4:0] sprite_counter,
					output logic ready, 
					output logic [9:0] sprite_addr 	 
					);
enum logic [2:0] {sprite_wait, sprite_process1, sprite_ready} sprite_st, sprite_next_st;
always_ff @ (posedge clk50) begin
		if(reset) begin
			sprite_st <= sprite_wait;
			sprite_counter <= 0;
		end
		else begin
			sprite_st <= sprite_next_st;
			case (sprite_st)
				sprite_wait: begin
					sprite_counter <= 0;
				end
				sprite_process1: begin
					if(sprite_counter + object_info[18:9] >= 10'd0 && sprite_counter + object_info[18:9] <= 10'd639) begin
						sprite_addr <= sprite_counter + (ycoor-object_info[8:0])*32;
						sprite_counter <= sprite_counter+1;
					end
					else  
						sprite_counter <= sprite_counter+1;
				end
				sprite_ready: begin
				end 
			endcase
		end
end 
always_comb begin 
	sprite_next_st = sprite_st;
	ready = 0;
	unique case (sprite_st)
		sprite_wait: begin
			if(start == 1'd1)
				sprite_next_st = sprite_process1;  
		end
		sprite_process1: begin
			if(sprite_counter == 5'd31)				 
				sprite_next_st = sprite_ready;
		end
		sprite_ready: begin
			ready = 1;
			if(start == 1'd0)
				sprite_next_st = sprite_wait;
		end 
	endcase  
end
endmodule  
</file>
<file path="flow/config.mk">
export PLATFORM = sky130hd
export DESIGN_NAME = print_sprite
export DESIGN_NICKNAME = print_sprite
export VERILOG_FILES = /design/flow/design.v
export SDC_FILE = /design/flow/constraint.sdc
export NUM_CORES = 4
export LEC_CHECK = 1
export CORE_AREA = 10 10 80 80
export DIE_AREA = 0 0 90 90
</file>
<file path="flow/constraint.sdc">
current_design print_sprite

set clk_period 3.3
set clk_io_pct 0.2

create_clock -name clk0 -period $clk_period [get_ports {clk50}]

set non_clock_inputs [all_inputs -no_clocks]
set_input_delay [expr $clk_period * $clk_io_pct] -clock clk0 $non_clock_inputs
set_output_delay [expr $clk_period * $clk_io_pct] -clock clk0 [all_outputs]
</file>
<file path="flow/run.sh">
#!/bin/bash
# OpenROAD 26Q1-2900-gdf79404cd8, Yosys 0.63+post, stock flow scripts
make -C /OpenROAD-flow-scripts/flow DESIGN_CONFIG=/design/flow/config.mk WORK_HOME=/design/flow/orfs finish
</file>
==> flow_summary.toml <==
# flow metrics
[final_timing]
setup_violations = 0
hold_viol_final = 0
worst_slack_ns = 0.6211
period_needed_ns = 2.679
fmax_mhz = 373.3
whs_ns = 0.5328
rsz0062_at_grt = "false"
drv_slew = 0
fin_skew_ns = 0.0006221
finalSetupTns_ns = 0
worst_pin_slew_ns = 0.3816
period_used_pct = 81.18
slew_headroom_pct = 74.52

[finish]
fillCellCount = 493
drive_gt1_share_pct = 2.899
syn_to_final_growth_pct = 48.23
flop_area_um2 = 460.4
utilization_pct = 32.16
comb_area_um2 = 496.7
final_cell_count_no_fill = 205
fin_area_mm2 = 0.001519

[yosys]
yosys_area_mm2 = 0.001025
ys_cells = 97
synthXorXnorAreaFrac_pct = 4.274
mux_share_pct = 0.9768
synthCells = 97
synth_flops = 18
synth.avg_cell_area_um2 = 10.56
ys_sh_simple_pct = 13.19
synth.distinct_cells = 28
ys_sh_adder_pct = 17.34
synth_area_mm2 = 0.001025
synth_warnings = 1
ys_seq_share_pct = 44.93
top_logic_kind = "adder cells"
synthAoiAreaFrac_pct = 12.70

[clocking]
cts_buffer_depth = 2
hold_buffers = 0
clock_sinks = 18
htreeDepth = 1
root_buffer = "clkbuf_8"
cts_buffers = 3
cts_resized = 0
clk_pin_slew_ns = 0.07
cts_tree = "yes"
clk_latency_ns = 0.25
cts_setup_buffers = 0

[setup_path]
ff2ff_setup_slack_ns = 1.00
r2r_cells = 9
worstPathMaxFanout = 10
worstPathArrival_ns = 2.64
regToRegStartpoint = "sprite_counter[0]$_SDFFE_PP0P_"
crit_path_end_kind = "register"
start_kind = "primary input"
worstSetupPathType = "in2reg"
cp.required_ns = 3.26
crit_start = "object_info[9]"
r2r_end = "sprite_addr[9]$_DFFE_PP_"

[grt]
grt_pass1_vias = 811
grtUsageTotal_pct = 5.577
grt_pass1_wl_mm = 3.864
grt_overflow = 0
grt_antenna_before_repair = 0
grt_max_degree = 14

[hold_path]
min_path_type = "reg2reg"
min_from = "sprite_st[1]$_DFF_P_"
hold_depth = 2
min_to = "sprite_st[0]$_DFF_P_"

[placed_design]
port-buffer-count = 38
routabilityCongestion = 0.7498
dpl_cell_area_mm2 = 0.001474
dp.cells = 201
dp_hpwl_mm = 1.889
preCtsSetupSlack_ns = 0.3323

[route]
dr.pass1.iters = 4
antennaDiodeCount = 0
viasPerCell = 3.907
postRouteAntennaNets = 0
via_count = 801
drcViolationCount = 0
wire_per_inst_um = 11.21
drt_wl_total_mm = 2.298
drtIter0Drc = 23

[floorplan]
initial_core_util_pct = 21.70
die_area_mm2 = 0.008100
core_mm2 = 0.004723
rows = 25
dieWidth_um = 90
die_h_um = 90
top_level_ports = 53

[run_status]
status = "finished, final reports clean"

[pwr]
p_per_area_mw_per_mm2 = 319.4
finalPower_uw = 485.2
vdd_ir_drop_max_mv = 0.1169
p_leak_nw = 0.6018

[job]
max_cap_viol_count = 0
warnings = 41
-- layout by cell type, fill, tap and decap left out, types with 2 or more instances in the layout --
| master | instances |
|---|---|
| ha_1 | 11 |
| nor3b_1 | 3 |
| clkbuf_8 | 3 |
| nand2_1 | 4 |
| clkdlybuf4s50_1 | 38 |
| a21oi_1 | 8 |
| edfxtp_1 | 10 |
| dfxtp_1 | 8 |
| nand3b_1 | 3 |
| nor3_1 | 3 |
| inv_1 | 12 |
| xnor2_1 | 5 |
| nor2b_1 | 2 |
| nor2_1 | 8 |
| fa_1 | 2 |
| a21o_1 | 3 |
-- cell usage after synthesis (all sizes together) --
master	n	area share (%)
ha	11	13
a31oi	1	0.61
o211ai	1	0.73
a21oi	8	3.9
nor3b	3	2.2
nand3b	3	2.2
o21bai	1	0.73
o21ai	1	0.49
buf	2	2.2
o2111ai	1	0.85
nor3	3	1.5
a21o	3	2.2
xnor2	5	4.3
dfxtp	8	16
inv	12	4.4
fa	2	3.9
mux2i	1	0.98
a22oi	1	0.73
nor2b	2	1.2
a311oi	1	0.85
a211o	1	0.85
edfxtp	10	29
nor2	8	2.9
a211oi	1	0.73
and3	1	0.61
nand2	4	1.5
nand2b	1	0.61
nand3	1	0.49
-- kinds of logic (layout without fill, tap and decap cells) --
family / after synthesis / count (layout)
AND-OR/OR-AND: 20 / 20
XOR/XNOR: 5 / 5
adder cells (fa/ha/maj): 13 / 13
buffers and inverters: 14 / 55
flip-flops: 18 / 18
multiplexers: 1 / 1
AND/OR/NAND/NOR: 26 / 26
-- how the worst max path moves through the flow --
stage / cells after the start / end
5_1_grt: 10 / sprite_addr[4]$_DFFE_PP_
6_report: 10 / sprite_addr[9]$_DFFE_PP_
4_1_cts: 10 / sprite_addr[9]$_DFFE_PP_
-- per-layer routing --
metal | GRT usage, % | wire [µm] | up-vias | part of all wire, %
met2 | 9.140 | 1096 | 18 | 48
met1 | 7.448 | 1051 | 358 | 46
met3 | 1.341 | 119 | 2 | 5.2
met5 | 0 | 0 | - | 0
met4 | 0.9284 | 31 | 0 | 1.3
li1 | - | - | 423 | -
-- critical path, stage by stage --
cell,delay (ns)
clkdlybuf4s50_1,0.46
ha_1,0.16
inv_1,0.05
fa_1,0.36
nor2b_1,0.12
o211ai_1,0.12
a211oi_1,0.22
a311oi_1,0.08
nor3_1,0.18
buf_4,0.22
-- power by group --
part | switching (mW) | internal, mW
Clock | 0.0710 | 0.0825
Combinational | 0.0282 | 0.0509
Sequential | 0.00696 | 0.246
Total | 0.106 | 0.379
-- layout make-up --
type | instances | share of cell area, %
clock buffer | 3 | 2.718
clock inverter | 1 | 0.2471
inverter | 12 | 2.965
multi-input combinational | 65 | 32.70
sequential | 18 | 30.31
tap | 67 | 5.519
timing repair buffer | 39 | 25.54
-- sequential cells by signal, indices dropped and copies added, names as in the netlist --
| name | flops |
|---|---|
| sprite_st | 3 |
| sprite_counter | 5 |
| sprite_addr | 10 |
No activity file was given, so power comes from the tool's default toggle rates.
